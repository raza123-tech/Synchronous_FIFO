$ cat flow/run.sh
#!/bin/bash
# OpenROAD 26Q1-2900-gdf79404cd8, Yosys 0.63+post, stock flow scripts
make -C /OpenROAD-flow-scripts/flow DESIGN_CONFIG=/design/flow/config.mk WORK_HOME=/design/flow/orfs finish
$ cat flow/config.mk
export PLATFORM = sky130hd
export DESIGN_NAME = syn_fifo
export DESIGN_NICKNAME = syn_fifo
export VERILOG_FILES = /design/flow/design.v
export SDC_FILE = /design/flow/constraint.sdc
export NUM_CORES = 4
export LEC_CHECK = 1
export CORE_UTILIZATION = 50
$ cat flow/constraint.sdc
current_design syn_fifo

set clk_period 4.7
set clk_io_pct 0.2

create_clock -name clk0 -period $clk_period [get_ports {clk}]

set non_clock_inputs [all_inputs -no_clocks]
set_input_delay [expr $clk_period * $clk_io_pct] -clock clk0 $non_clock_inputs
set_output_delay [expr $clk_period * $clk_io_pct] -clock clk0 [all_outputs]
$ cat flow/design.v
    `timescale 1ns/1ps
module syn_fifo #(
  parameter WIDTH = 8,
  parameter DEPTH = 16
)(
  input  clk,
  input  reset,
  input  rd_en,
  input  wt_en,
  output reg                    fifo_full,
  output reg                    fifo_empty,
  input      [WIDTH-1:0]        fifo_in,
  output     [WIDTH-1:0]        fifo_out,          
  output reg [$clog2(DEPTH):0]  fifo_count
);
  reg [WIDTH-1:0]        mem [0:DEPTH-1];
  reg [$clog2(DEPTH)-1:0] rd_ptr, wt_ptr;
  assign fifo_out = mem[rd_ptr];
  always @(*) begin
    fifo_empty = (fifo_count == 0);
    fifo_full  = (fifo_count == DEPTH);
  end
  always @(posedge clk or posedge reset) begin
    if (reset)
      fifo_count <= 0;
    else begin
      case ({wt_en & ~fifo_full, rd_en & ~fifo_empty})
        2'b10:   fifo_count <= fifo_count + 1;  
        2'b01:   fifo_count <= fifo_count - 1; 
        default: fifo_count <= fifo_count;       
      endcase
    end
  end
  always @(posedge clk) begin
    if (wt_en && !fifo_full)
      mem[wt_ptr] <= fifo_in;
  end
  always @(posedge clk or posedge reset) begin
    if (reset) begin
      wt_ptr <= 0;
      rd_ptr <= 0;
    end else begin
      if (wt_en && !fifo_full)
        wt_ptr <= wt_ptr + 1;
      if (rd_en && !fifo_empty)
        rd_ptr <= rd_ptr + 1;
    end
  end
endmodule
==> out/metrics.yaml <==
seq_area_frac_synth_pct: 72.1
grt_max_degree: 30
critical_path.cell_chain: "nor2b_1 > buf_4 > a221oi_1 > a22oi_1 > nand2_1 > clkdlybuf4s50_1"
gp_congestion: 0.849
finalClockSkew_ns: 0.00644
async_flop_share_pct: 9.22
cts.path.max_buffers: 2
avgRoutedWirePerCell_um: 20.9
status: "finished clean"
maxCapViolations: 0
first_pass_iters: 4
clk_latency_ns: 0.40
syn-cell-area_um2: 5780
worst_pin_slew_ns: 0.899
path_class: "reg -> out"
num_rows: 38
synth_warnings: 1
use_met2_pct: 32.1
pwr-share-clk_pct: 31.8
final.setup.tns_ns: 0
fp.dieW_um: 110
p_total_mw: 4.34
critPathCaptureType: "primary output"
finalHoldViolations: 0
pwr-share-comb_pct: 28.9
netlist-cell-type-count: 33
grt_pass1_vias: 3131
worst_path_max_delay_cell: "nor2b_1"
yosys_area_um2: 5780
cts_tree: "built"
routed_wl_um: 11000
rsz0062_at_grt: "false"
post_cts_buffers: 0
placedCellCount: 493
drv_slew: 0
htreeDepth: 4
synth_top_cell_by_area: "edfxtp_1"
die_h_um: 110
synth_cells: 333
grt_overflow: 0
switchingPower_mw: 1.26
critPathTopFamily: "simple AND/OR/NAND/NOR gates"
crit_path_start_kind: "flip-flop"
fp_util_pct: 52.4
warnings: 28
grt_pass1_wl_um: 17000
ios: 27
drtIter0Drc: 171
ant_nets: 0
setup_viol: 0
cp_data_required_time_ns: 3.76
clkSinkCount: 141
cpPeakStageDelay_ns: 0.66
min_period_ns: 3.76
route.vias.total: 2957
synth.avg_cell_area_um2: 17.4
cp.buffers_inverters: 2
synth_top_area_share_pct: 66.5
power_density_nw_per_um2: 637
clockRootBuffer: "clkbuf_16"
power.internal_mw: 3.08
flop_cell: "edfxtp_1"
core-area_um2: 11000
place_area_um2: 6190
grt_busiest_layer: "met1"
worstPathArrival_ns: 2.82
dp_hpwl_um: 7040
port_buffers: 26
min_period_over_period_pct: 80.0
drive_gt1_share_pct: 17.9
track_usage_pct: 22.1
die-area_um2: 12000
diodes: 0
grt_antenna_before_repair: 0
clk_pin_slew_ns: 0.06
ys_ff: 141
max_slew_margin_pct: 39.8
drcViolationCount: 0
fmax_mhz: 266
postCtsResizedCells: 0
critPathMaxFanout: 12
sw_frac_of_total_pct: 29.1
hold_class: "reg -> reg"
cts_hold_buf: 0
syn_to_final_growth_pct: 17.9
power.ir.vdd_worst_v: 0.000299
ys_cells: 333
fin_cells: 525
seq_power_share_pct: 39.3
cts_made_buffers: 17
ys_top_cells_by_area: "edfxtp_1 66%, mux4_2 6.2%, dfrtp_1 5.6%, mux2i_1 4.3%, ha_1 1.9%"
p_leak_nw: 2.39
synth-edff-count: 128
vias_per_cell: 5.63
finalInstanceArea_um2: 6820
met3_usage_pct: 7.92
grt_use_met1_pct: 36.7
[per-stage QoR]
stage          hold WS (ns)  utilization (%)  setup WS, ns
2_1_floorplan         0.459                -          1.90
3_3_place_gp          0.515             56.1          1.24
3_5_place_dp          0.519             56.1          1.16
4_1_cts               0.526             61.8         0.951
5_1_grt               0.543             61.8         0.755
6_report              0.518             61.8         0.940
[Yosys cell counts (all sizes together), types with 2 or more instances]
| master | count |
|---|---|
| a21oi | 10 |
| o21ai | 20 |
| inv | 9 |
| mux4 | 16 |
| nand2 | 19 |
| and2 | 2 |
| clkbuf | 4 |
| buf | 14 |
| dfrtp | 13 |
| mux2i | 25 |
| xor2 | 3 |
| a22oi | 8 |
| nand3 | 2 |
| a221oi | 8 |
| ha | 9 |
| nor2b | 3 |
| nor2 | 12 |
| mux2 | 9 |
| nor3 | 4 |
| xnor2 | 7 |
| edfxtp | 128 |
| nand2b | 2 |
[power by group through the flow]
stage | clock network, mW | logic (mW) | registers [mW]
CTS | 1.41 | 1.27 | 1.70
global route | 1.46 | 1.40 | 1.73
finish | 1.38 | 1.26 | 1.70
[layout make-up]
| class | count | area (um2) |
|---|---|---|
| tap | 140 | 175 |
| timing repair buffer | 38 | 363 |
| clock inverter | 13 | 190 |
| sequential | 141 | 4170 |
| multi-input combinational | 165 | 1450 |
| inverter | 9 | 33.8 |
| clock buffer | 19 | 433 |
| fill | 797 | 4210 |
[cells by family (layout without fill, tap and decap cells)]
family / Yosys count / in the layout / share of synthesized area [%]
and+or+nand+nor: 48 / 48 / 3.94
muxes: 50 / 50 / 12.4
xor gates and xnor gates: 10 / 10 / 1.51
buffers and inverters: 27 / 79 / 2.81
AOI/OAI and AO/OA: 47 / 47 / 4.98
DFF: 141 / 141 / 72.1
adders and majority gates: 10 / 10 / 2.29
[worst register-to-register path, stage by stage, from the launching register on]
cell	delay, ns
dfrtp_1	0.42
nor4_2	0.34
nand2_1	0.11
and2_1	0.27
inv_1	0.09
ha_1	0.23
inv_1	0.11
fa_1	0.40
nor2b_1	0.12
o21ai_0	0.11
nand3_1	0.10
or3b_1	0.36
xnor2_1	0.13
[sequential cells by signal, indices dropped and copies added, names as in the netlist]
signal / flops
mem: 128
fifo_count: 5
rd_ptr: 4
wt_ptr: 4
[worst paths after layout]
kind | start | endpoint | slack [ns] | depth (start not counted)
max | rd_ptr[2] | fifo_out[1] | 0.94 | 6
min | fifo_count[4] | fifo_count[4] | 0.52 | 1
max reg2reg | fifo_count[2] | fifo_count[4] | 1.81 | 12
min reg2reg | fifo_count[4] | fifo_count[4] | 0.52 | 1
max in group asynchronous | reset | rd_ptr[0] | 3.43 | 2
min in group asynchronous | reset | fifo_count[4] | 0.89 | 2
[layout by cell type (no fill, tap or decap), types with 9 or more instances in the layout]
cell / n
a21oi_1: 10
buf_4: 11
clkbuf_16: 17
clkdlybuf4s50_1: 26
dfrtp_1: 12
edfxtp_1: 128
ha_1: 9
inv_1: 9
mux2i_1: 25
mux4_2: 16
nand2_1: 18
nor2_1: 12
o21ai_0: 20
[layer usage]
metal  up-vias  part of all wire, %
li1       1369                    -
met1      1462                   42
met2       114                   48
met3        12                  8.2
met4         0                  2.0
met5         -                    0
Power and IR drop assume default switching activity.
